File: flow/config.mk
export PLATFORM = sky130hd
export DESIGN_NAME = LCD_CTRL
export DESIGN_NICKNAME = LCD_CTRL
export VERILOG_FILES = /design/flow/design.v
export SDC_FILE = /design/flow/constraint.sdc
export NUM_CORES = 4
export LEC_CHECK = 1
export CORE_UTILIZATION = 30
File: flow/constraint.sdc
current_design LCD_CTRL

set clk_period 33.2
set clk_io_pct 0.2

create_clock -name clk0 -period $clk_period [get_ports {clk}]

set non_clock_inputs [all_inputs -no_clocks]
set_input_delay [expr $clk_period * $clk_io_pct] -clock clk0 $non_clock_inputs
set_output_delay [expr $clk_period * $clk_io_pct] -clock clk0 [all_outputs]
File: flow/design.v
module LCD_CTRL(
input               clk,
input               reset, 
input [3:0]         cmd,
input               cmd_valid,
input [7:0]         IROM_Q,
output reg          IROM_rd,
output reg [5:0]    IROM_A,
output reg          IRAM_valid,
output reg [7:0]    IRAM_D,
output reg [5:0]    IRAM_A,
output reg          busy,
output reg          done
);
reg [1:0] state, next_state;
localparam READ  = 2'd0,   
           IDLE  = 2'd1,   
           CALC  = 2'd2,   
           WRITE = 2'd3;   
reg [7:0] image_data [63:0];  
reg [5:0] counter;
always @(posedge clk or posedge reset) begin
    if (reset)
        state <= READ;
    else
        state <= next_state;
end
always @(*) begin
    case (state)
        READ:   next_state = (IROM_A == 63) ? IDLE : READ ;
        IDLE:   begin        
                if (cmd_valid && cmd != 4'd0) next_state = CALC;
                else if (cmd_valid && cmd == 4'd0) next_state = WRITE;
                else next_state = IDLE;
        end
        CALC:   next_state = IDLE;   
        WRITE:  next_state = WRITE;  
        default: next_state = READ;
    endcase
end
always @(*) begin 
    if (state == READ)  
        IROM_rd = 1;
    else 
        IROM_rd = 0;
end
always @(*) begin
    if (state == WRITE) 
        IRAM_valid = 1;
    else 
        IRAM_valid = 0;
end
always @(*) begin
    if (reset)
        busy = 1'b1;
    else if (IROM_rd || IRAM_valid || state == CALC)
        busy = 1'b1;
    else 
        busy = 1'b0;
end
always @(posedge clk or posedge reset) begin
    if (reset) 
        counter <= 0;
    else if (IRAM_valid) begin
        if (counter == 6'd63) 
            counter <= counter;
        else 
            counter <= counter + 1;
    end
end
always @(posedge clk or posedge reset) begin
    if (reset) 
        IRAM_A <= 0;
    else
        IRAM_A <= counter;
end
always @(posedge clk)begin
        if (IRAM_A == 6'd63) 
            done <= 1'd1;
        else 
            done <= 1'd0;
end
reg [2:0] op_x, op_y;    
reg [7:0] p_tl, p_tr, p_bl, p_br;  
reg [5:0] addr_tl, addr_tr, addr_bl, addr_br;
always @(*) begin 
    addr_tl = (op_y - 1) * 8 + (op_x - 1);
    addr_tr = (op_y - 1) * 8 + op_x;
    addr_bl = op_y * 8 + (op_x - 1);
    addr_br = op_y * 8 + op_x;
end
always @(*) begin 
    p_tl = image_data[addr_tl];
    p_tr = image_data[addr_tr];
    p_bl = image_data[addr_bl];
    p_br = image_data[addr_br];
end
localparam  
           SHIFT_UP     = 4'd1,    
           SHIFT_DOWN   = 4'd2,    
           SHIFT_LEFT   = 4'd3,    
           SHIFT_RIGHT  = 4'd4,    
           MAX_OP       = 4'd5,    
           MIN_OP       = 4'd6,    
           AVG_OP       = 4'd7,    
           ROT_CCW      = 4'd8,    
           ROT_CW       = 4'd9,    
           MIRROR_X     = 4'd10,   
           MIRROR_Y     = 4'd11;   
always @(posedge clk or posedge reset) begin
    if (reset) begin
        op_x <= 3'd4;  
        op_y <= 3'd4;  
    end else if (state == CALC) begin 
        case (cmd)
            SHIFT_UP: begin
                if (op_y > 1) op_y <= op_y - 1;
            end
            SHIFT_DOWN: begin
                if (op_y < 7) op_y <= op_y + 1;
            end
            SHIFT_LEFT: begin
                if (op_x > 1) op_x <= op_x - 1;
            end
            SHIFT_RIGHT: begin
                if (op_x < 7) op_x <= op_x + 1;
            end
        endcase
    end 
end
reg [7:0] max_top, max_bottom, max_val;
reg [7:0] min_top, min_bottom, min_val;
reg [9:0] sum, avg_val;
always @(*) begin
    max_top = (p_tl > p_tr) ? p_tl : p_tr;         
    max_bottom = (p_bl > p_br) ? p_bl : p_br;      
    max_val = (max_top > max_bottom) ? max_top : max_bottom;   
    min_top = (p_tl < p_tr) ? p_tl : p_tr;         
    min_bottom = (p_bl < p_br) ? p_bl : p_br;      
    min_val = (min_top < min_bottom) ? min_top : min_bottom;   
    sum = p_tl + p_tr + p_bl + p_br;
    avg_val = sum >> 2;
end
always @(posedge clk or posedge reset) begin
    if (reset) begin
        IROM_A   <= 6'd0;
        IRAM_D   <= 8'd0;
    end
    else begin
        if (IROM_rd) begin
            if (IROM_A == 6'd63)
                IROM_A <= 6'd0;
            else
                IROM_A <= IROM_A + 6'd1;
                image_data[IROM_A] <= IROM_Q;
        end
        if (IRAM_valid) begin
            IRAM_D <= image_data[counter];
        end
        if (state == CALC) begin
            case (cmd)
                MAX_OP: begin
                    image_data[addr_tl] <= max_val;
                    image_data[addr_tr] <= max_val;
                    image_data[addr_bl] <= max_val;
                    image_data[addr_br] <= max_val;
                end
                MIN_OP: begin
                    image_data[addr_tl] <= min_val;
                    image_data[addr_tr] <= min_val;
                    image_data[addr_bl] <= min_val;
                    image_data[addr_br] <= min_val;
                end
                AVG_OP: begin
                    image_data[addr_tl] <= avg_val;
                    image_data[addr_tr] <= avg_val;
                    image_data[addr_bl] <= avg_val;
                    image_data[addr_br] <= avg_val;
                end
                ROT_CCW: begin
                    image_data[addr_tl] <= p_tr;
                    image_data[addr_tr] <= p_br;
                    image_data[addr_bl] <= p_tl;
                    image_data[addr_br] <= p_bl;
                end
                ROT_CW: begin
                    image_data[addr_tl] <= p_bl;
                    image_data[addr_tr] <= p_tl;
                    image_data[addr_bl] <= p_br;
                    image_data[addr_br] <= p_tr;
                end
                MIRROR_X: begin
                    image_data[addr_tl] <= p_bl;
                    image_data[addr_tr] <= p_br;
                    image_data[addr_bl] <= p_tl;
                    image_data[addr_br] <= p_tr;
                end
                MIRROR_Y: begin
                    image_data[addr_tl] <= p_tr;
                    image_data[addr_tr] <= p_tl;
                    image_data[addr_bl] <= p_br;
                    image_data[addr_br] <= p_bl;
                end
                default: ;  
            endcase
        end
    end
end
endmodule
File: flow/run.sh
#!/bin/bash
# OpenROAD 26Q1-2900-gdf79404cd8, Yosys 0.63+post, stock flow scripts
make -C /OpenROAD-flow-scripts/flow DESIGN_CONFIG=/design/flow/config.mk WORK_HOME=/design/flow/orfs finish
==> impl_metrics.py <==
# Flow results
metrics = {
    "clock_network": {
        "cts-root-buf": "clkbuf_16",
        "cts_max_level": 3,
        "clkSinkCount": 549,
        "cts_buffer_depth": 4,
        "cts_setup_buffers": 0,
        "cts_resized": 0,
        "cts_buffers": 100,
        "holdBufCountCts": 0,
    },
    "logic_synthesis": {
        "yosys_warnings": 2,
        "ys_area_sq_um": 128000,
        "ys_cells": 20000,
        "netlist-cell-type-count": 119,
        "ys.flop_type": "edfxtp_1",
        "async_flop_share": 0.0656,
        "synth_seq_share": 0.127,
        "edf_count": 512,
        "syn_avg_cell_area_sq_um": 6.41,
        "netlist_area_sq_um": 128000,
        "ys_ff": 549,
        "syn_inst": 20000,
    },
    "floorplan": {
        "die_w_um": 655,
        "fp_util": 0.302,
        "io_pins": 39,
        "die_y_um": 655,
        "num_rows": 239,
    },
    "placement": {
        "gp_congestion": 1.76,
        "hpwlAfterDp_um": 1340000,
        "dp_slack_ps": 18510,
        "io_buffer_count": 38,
    },
    "run_status": {
        "stop_stage": "global routing (5_1_grt)",
        "status": "aborted with a tool error",
        "error": "[ERROR GRT-0116] Global routing finished with congestion. Check the congestion regions in the DRC Viewer.",
    },
    "global_route": {
        "grt.total_usage": 0.940,
        "grt_pass1_vias": 240000,
        "grt-ovfl-total": 20500,
        "grt_max_degree": 78,
        "grt_pass1_wl_um": 2710000,
    },
}
## layer usage
| metal | GRT usage | overflow |
|---|---|---|
| met1 | 0.913 | 2724 |
| met2 | 1.05 | 11600 |
| met3 | 0.877 | 2553 |
| met4 | 0.907 | 3294 |
| met5 | 0.805 | 309 |
## Yosys cell counts, types with 332 or more instances
master	count	area [sq um]
nand2_1	1991	7470
edfxtp_1	512	15400
o21ai_0	2305	11500
clkbuf_1	1956	7340
a22oi_1	665	4990
a31oi_1	355	2220
nor2_1	1422	5340
o221ai_1	341	2990
a221oi_1	447	3920
o22ai_1	513	3210
a211oi_1	440	3300
a21oi_1	2750	13800
nor3_1	448	2240
o211ai_1	436	3270
buf_2	332	1660
mux2i_1	490	4900
nand3_1	804	4020
## per-stage QoR
step	util	cell area, sq um	hold WS, ps	std cells
CTS	0.352	149000	513	25700
detailed placement	0.344	146000	503	25500
global placement	0.344	146000	506	25500
floorplan	-	128000	352	20000
## logic make-up after synthesis
family / synth area share
xor gates and xnor gates: 0.00274
adders and majority gates: 0.00899
buffers and inverters: 0.0841
muxes: 0.0547
AOI/OAI and AO/OA: 0.502
and+or+nand+nor: 0.220
DFF: 0.127
